==> flow/run.sh <==
#!/bin/bash
# OpenROAD 26Q1-2900-gdf79404cd8, Yosys 0.63+post, stock flow scripts
make -C /OpenROAD-flow-scripts/flow DESIGN_CONFIG=/design/flow/config.mk WORK_HOME=/design/flow/orfs finish
==> flow/config.mk <==
export PLATFORM = sky130hd
export DESIGN_NAME = gost89_cfb
export DESIGN_NICKNAME = gost89_cfb
export VERILOG_FILES = /design/flow/design.v
export SDC_FILE = /design/flow/constraint.sdc
export NUM_CORES = 4
export LEC_CHECK = 1
export CORE_AREA = 10 10 444 444
export DIE_AREA = 0 0 454 454
==> flow/constraint.sdc <==
current_design gost89_cfb

set clk_period 25.7
set clk_io_pct 0.2

create_clock -name clk0 -period $clk_period [get_ports {clk}]

set non_clock_inputs [all_inputs -no_clocks]
set_input_delay [expr $clk_period * $clk_io_pct] -clock clk0 $non_clock_inputs
set_output_delay [expr $clk_period * $clk_io_pct] -clock clk0 [all_outputs]
==> flow/design.v <==
module gost89_cfb(
  input              clk,
  input              reset,
  input              mode,
  input              load_data,
  input      [511:0] sbox,
  input      [255:0] key,
  input      [63:0]  in,
  output reg [63:0]  out,
  output reg         busy
);
  reg  [63:0] gamma;
  reg  [63:0] in_value;
  wire [63:0] out_ecb;
  wire        reset_ecb, load_ecb, busy_ecb;
  assign load_ecb = !reset && load_data;
  assign reset_ecb = load_ecb;
  gost89_ecb_encrypt
    ecb_encrypt(clk, reset_ecb, load_ecb, sbox, key, gamma, out_ecb, busy_ecb);
  always @(posedge clk) begin
    if (reset && !load_data) begin
      gamma <= in;
      busy <= 0;
    end
    if (!reset & load_data) begin
      in_value <= in;
      busy <= 1;
    end
    if (!reset && !load_data && !busy_ecb && busy) begin
      if (mode) gamma <= in_value;
      else      gamma <= out_ecb ^ in_value;
      out   <= out_ecb ^ in_value;
      busy  <= 0;
    end
  end
endmodule
module gost89_cfb_encrypt(
  input              clk,
  input              reset,
  input              load_data,
  input      [511:0] sbox,
  input      [255:0] key,
  input      [63:0]  in,
  output reg [63:0]  out,
  output reg         busy
);
  reg  [63:0] gamma;
  reg  [63:0] in_value;
  wire [63:0] out_ecb;
  wire        load_ecb, busy_ecb;
  assign load_ecb = !reset && load_data;
  assign reset_ecb = load_ecb;
  gost89_ecb_encrypt
    ecb_encrypt(clk, reset_ecb, load_ecb, sbox, key, gamma, out_ecb, busy_ecb);
  always @(posedge clk) begin
    if (reset && !load_data) begin
      gamma <= in;
      busy <= 0;
    end
    if (!reset & load_data) begin
      in_value <= in;
      busy <= 1;
    end
    if (!reset && !load_data && !busy_ecb && busy) begin
      gamma <= out_ecb ^ in_value;
      out   <= out_ecb ^ in_value;
      busy  <= 0;
    end
  end
endmodule
module gost89_cfb_decrypt(
  input              clk,
  input              reset,
  input              load_data,
  input      [511:0] sbox,
  input      [255:0] key,
  input      [63:0]  in,
  output reg [63:0]  out,
  output reg         busy
);
  reg  [63:0] gamma;
  reg  [63:0] in_value;
  wire [63:0] out_ecb;
  wire        load_ecb, busy_ecb;
  assign load_ecb = !reset && load_data;
  assign reset_ecb = load_ecb;
  gost89_ecb_encrypt
    ecb_encrypt(clk, reset_ecb, load_ecb, sbox, key, gamma, out_ecb, busy_ecb);
  always @(posedge clk) begin
    if (reset && !load_data) begin
      gamma <= in;
      busy <= 0;
    end
    if (!reset & load_data) begin
      in_value <= in;
      busy <= 1;
    end
    if (!reset && !load_data && !busy_ecb && busy) begin
      gamma <= in_value;
      out   <= out_ecb ^ in_value;
      busy  <= 0;
    end
  end
endmodule
module gost89_ecb(
  input              clk,
  input              reset,
  input              mode,
  input              load_data,
  input      [511:0] sbox,
  input      [255:0] key,
  input      [63:0]  in,
  output reg [63:0]  out,
  output reg         busy
);
  reg  [5:0]  round_num;
  reg  [31:0] n1, n2, round_key;
  wire [31:0] out1, out2;
  gost89_round
    rnd(clk, sbox, round_key, n1, n2, out1, out2);
  always @(posedge clk) begin
    if (load_data) begin
      n1 <= in[63:32];
      n2 <= in[31:0];
      busy <= 1;
      round_num <= 0;
    end
    if (reset && !load_data) begin
      busy <= 0;
      round_num <= 32;
    end
    if (!reset && !load_data) begin
      if (round_num < 32)
        round_num <= round_num + 1;
      if (round_num > 0 && round_num < 32) begin
        n1 <= out1;
        n2 <= out2;
      end
      if (round_num == 32) begin
        out[63:32] <= out2;
        out[31:0]  <= out1;
        busy <= 0;
      end
    end
  end
  always @(posedge clk) begin
    if (mode)
      case (round_num)
        0:  round_key <= key[255:224];
        1:  round_key <= key[223:192];
        2:  round_key <= key[191:160];
        3:  round_key <= key[159:128];
        4:  round_key <= key[127:96];
        5:  round_key <= key[95:64];
        6:  round_key <= key[63:32];
        7:  round_key <= key[31:0];
        8:  round_key <= key[31:0];
        9:  round_key <= key[63:32];
        10: round_key <= key[95:64];
        11: round_key <= key[127:96];
        12: round_key <= key[159:128];
        13: round_key <= key[191:160];
        14: round_key <= key[223:192];
        15: round_key <= key[255:224];
        16: round_key <= key[31:0];
        17: round_key <= key[63:32];
        18: round_key <= key[95:64];
        19: round_key <= key[127:96];
        20: round_key <= key[159:128];
        21: round_key <= key[191:160];
        22: round_key <= key[223:192];
        23: round_key <= key[255:224];
        24: round_key <= key[31:0];
        25: round_key <= key[63:32];
        26: round_key <= key[95:64];
        27: round_key <= key[127:96];
        28: round_key <= key[159:128];
        29: round_key <= key[191:160];
        30: round_key <= key[223:192];
        31: round_key <= key[255:224];
      endcase
    else
      case (round_num)
        0:  round_key <= key[255:224];
        1:  round_key <= key[223:192];
        2:  round_key <= key[191:160];
        3:  round_key <= key[159:128];
        4:  round_key <= key[127:96];
        5:  round_key <= key[95:64];
        6:  round_key <= key[63:32];
        7:  round_key <= key[31:0];
        8:  round_key <= key[255:224];
        9:  round_key <= key[223:192];
        10: round_key <= key[191:160];
        11: round_key <= key[159:128];
        12: round_key <= key[127:96];
        13: round_key <= key[95:64];
        14: round_key <= key[63:32];
        15: round_key <= key[31:0];
        16: round_key <= key[255:224];
        17: round_key <= key[223:192];
        18: round_key <= key[191:160];
        19: round_key <= key[159:128];
        20: round_key <= key[127:96];
        21: round_key <= key[95:64];
        22: round_key <= key[63:32];
        23: round_key <= key[31:0];
        24: round_key <= key[31:0];
        25: round_key <= key[63:32];
        26: round_key <= key[95:64];
        27: round_key <= key[127:96];
        28: round_key <= key[159:128];
        29: round_key <= key[191:160];
        30: round_key <= key[223:192];
        31: round_key <= key[255:224];
      endcase
  end
endmodule
module gost89_ecb_encrypt(
  input              clk,
  input              reset,
  input              load_data,
  input      [511:0] sbox,
  input      [255:0] key,
  input      [63:0]  in,
  output reg [63:0]  out,
  output reg         busy
);
  reg  [5:0]  round_num;
  reg  [31:0] n1, n2, round_key;
  wire [31:0] out1, out2;
  gost89_round
    rnd(clk, sbox, round_key, n1, n2, out1, out2);
  always @(posedge clk) begin
    if (load_data) begin
      n1 <= in[63:32];
      n2 <= in[31:0];
      busy <= 1;
      round_num <= 0;
    end
    if (reset && !load_data) begin
      busy <= 0;
      round_num <= 32;
    end
    if (!reset && !load_data) begin
      if (round_num < 32)
        round_num <= round_num + 1;
      if (round_num > 0 && round_num < 32) begin
        n1 <= out1;
        n2 <= out2;
      end
      if (round_num == 32) begin
        out[63:32] <= out2;
        out[31:0]  <= out1;
        busy <= 0;
      end
    end
  end
  always @(posedge clk)
    case (round_num)
      0:  round_key <= key[255:224];
      1:  round_key <= key[223:192];
      2:  round_key <= key[191:160];
      3:  round_key <= key[159:128];
      4:  round_key <= key[127:96];
      5:  round_key <= key[95:64];
      6:  round_key <= key[63:32];
      7:  round_key <= key[31:0];
      8:  round_key <= key[255:224];
      9:  round_key <= key[223:192];
      10: round_key <= key[191:160];
      11: round_key <= key[159:128];
      12: round_key <= key[127:96];
      13: round_key <= key[95:64];
      14: round_key <= key[63:32];
      15: round_key <= key[31:0];
      16: round_key <= key[255:224];
      17: round_key <= key[223:192];
      18: round_key <= key[191:160];
      19: round_key <= key[159:128];
      20: round_key <= key[127:96];
      21: round_key <= key[95:64];
      22: round_key <= key[63:32];
      23: round_key <= key[31:0];
      24: round_key <= key[31:0];
      25: round_key <= key[63:32];
      26: round_key <= key[95:64];
      27: round_key <= key[127:96];
      28: round_key <= key[159:128];
      29: round_key <= key[191:160];
      30: round_key <= key[223:192];
      31: round_key <= key[255:224];
    endcase
endmodule
module gost89_ecb_decrypt(
  input              clk,
  input              reset,
  input              load_data,
  input      [511:0] sbox,
  input      [255:0] key,
  input      [63:0]  in,
  output reg [63:0]  out,
  output reg         busy
);
  reg  [5:0]  round_num;
  reg  [31:0] n1, n2, round_key;
  wire [31:0] out1, out2;
  gost89_round
    rnd(clk, sbox, round_key, n1, n2, out1, out2);
  initial begin
    busy = 0;
    round_num = 32;
  end
  always @(posedge clk) begin
    if (load_data) begin
      n1 <= in[63:32];
      n2 <= in[31:0];
      busy <= 1;
      round_num <= 0;
    end
    if (reset && !load_data) begin
      busy <= 0;
      round_num <= 32;
    end
    if (!reset && !load_data) begin
      if (round_num < 32)
        round_num <= round_num + 1;
      if (round_num > 0 && round_num < 32) begin
        n1 <= out1;
        n2 <= out2;
      end
      if (round_num == 32) begin
        out[63:32] = out2;
        out[31:0]  = out1;
        busy <= 0;
      end
    end
  end
  always @(posedge clk)
    case (round_num)
      0:  round_key <= key[255:224];
      1:  round_key <= key[223:192];
      2:  round_key <= key[191:160];
      3:  round_key <= key[159:128];
      4:  round_key <= key[127:96];
      5:  round_key <= key[95:64];
      6:  round_key <= key[63:32];
      7:  round_key <= key[31:0];
      8:  round_key <= key[31:0];
      9:  round_key <= key[63:32];
      10: round_key <= key[95:64];
      11: round_key <= key[127:96];
      12: round_key <= key[159:128];
      13: round_key <= key[191:160];
      14: round_key <= key[223:192];
      15: round_key <= key[255:224];
      16: round_key <= key[31:0];
      17: round_key <= key[63:32];
      18: round_key <= key[95:64];
      19: round_key <= key[127:96];
      20: round_key <= key[159:128];
      21: round_key <= key[191:160];
      22: round_key <= key[223:192];
      23: round_key <= key[255:224];
      24: round_key <= key[31:0];
      25: round_key <= key[63:32];
      26: round_key <= key[95:64];
      27: round_key <= key[127:96];
      28: round_key <= key[159:128];
      29: round_key <= key[191:160];
      30: round_key <= key[223:192];
      31: round_key <= key[255:224];
    endcase
endmodule
module gost89_round(
  input          clk,
  input  [511:0] sbox,
  input  [31:0]  key,
  input  [31:0]  n1,
  input  [31:0]  n2,
  output [31:0]  out1,
  output [31:0]  out2
);
  wire [31:0] tmp1, tmp2;
  assign tmp1 = n1 + key;
  gost89_sbox
    sbox1(sbox[511:448], tmp1[3:0],   tmp2[3:0]),
    sbox2(sbox[447:384], tmp1[7:4],   tmp2[7:4]),
    sbox3(sbox[383:320], tmp1[11:8],  tmp2[11:8]),
    sbox4(sbox[319:256], tmp1[15:12], tmp2[15:12]),
    sbox5(sbox[255:192], tmp1[19:16], tmp2[19:16]),
    sbox6(sbox[191:128], tmp1[23:20], tmp2[23:20]),
    sbox7(sbox[127:64],  tmp1[27:24], tmp2[27:24]),
    sbox8(sbox[63 :0],   tmp1[31:28], tmp2[31:28]);
  assign out1[10:0]  = tmp2[31:21] ^ n2[10:0];
  assign out1[31:11] = tmp2[20:0]  ^ n2[31:11];
  assign out2 = n1;
endmodule
module gost89_sbox(
  input      [63:0] sbox,
  input      [3:0]  in,
  output reg [3:0]  out
);
  always @(in or sbox)
    case (in)
      4'h0: out <= sbox[63:60];
      4'h1: out <= sbox[59:56];
      4'h2: out <= sbox[55:52];
      4'h3: out <= sbox[51:48];
      4'h4: out <= sbox[47:44];
      4'h5: out <= sbox[43:40];
      4'h6: out <= sbox[39:36];
      4'h7: out <= sbox[35:32];
      4'h8: out <= sbox[31:28];
      4'h9: out <= sbox[27:24];
      4'ha: out <= sbox[23:20];
      4'hb: out <= sbox[19:16];
      4'hc: out <= sbox[15:12];
      4'hd: out <= sbox[11:8];
      4'he: out <= sbox[7:4];
      4'hf: out <= sbox[3:0];
    endcase
endmodule
==> results.txt <==
The full implementation flow was run.

Looking at the clock tree report, the root buffer type is clkbuf_16. The final critical-path share of the clock period stands at 29.2%. The number of global-route vias before repair stands at 24000.

Per the slew report, the remaining headroom to the max-slew limit stands at 28.4%. Summing all flip-flop and latch instances after layout gives 0.0101 sq mm. Detailed-route iteration 0 reported a violation count of 1836. The standard cell core area stands at 0.188 sq mm. The run reported a max-capacitance violation count of 0.

STA classifies the critical path endpoint as a register. Counting instances, the worst hold path has a depth of 2. The number of antenna violations at the first check in global routing is 41.

For the pin with the worst max-slew slack, the measured transition is 1.05 ns. The data arrival time of the critical path stands at 7.76 ns. The routed length per placed instance stands at 25.4 um. The pin count of the biggest net entering global routing stands at 86. In the final timing run, aggregate negative setup slack is 0 ns. Synthesis handed over a netlist of 2438 instances. In the Yosys report, the sequential cells make up 43.1% of the chip area. The number of buffers added by the clock tree synthesis step stands at 43.

The number of setup buffers added after CTS stands at 0. The maximum clock frequency stands at 133 MHz. The most critical min-delay path falls under register to register. The count of buffers inserted at the top-level ports stands at 900. The final weighted congestion recorded by global placement is 0.931.

Summed over all layers, the global routing overflow is 0. Max fanout on the critical path was recorded as 41. The flow ran to the end, and the final reports show no timing, DRC or antenna violations.

The share of final-layout standard cells stronger than drive strength 1 stands at 7.22%. The number of top-level design ports stands at 901. The floorplan has 159 rows. In the synthesized netlist the dominant register cell turns out to be edfxtp_1. The clock transition at the registers of the reported paths stands at 0.06 ns. STA classifies the critical path startpoint as a primary input. Counting only logic cells after layout, the most numerous master is clkdlybuf4s50_1. The share of the core filled with cells stands at 19.9%. The tally of unique sky130hd cells used after synthesis stands at 93. Per the run report, area growth between synthesis and finish was 59.2%. The layout filler cell count stands at 20400.

The area enclosed by the die boundary stands at 0.206 sq mm. The die is 454 um tall. The count of final hold-check violations stands at 0. The cts-stage hold buffer count stands at 0. Across all stage logs, warnings added up to 30. The total of cells resized after clock tree synthesis stands at 0. The first detailed-routing pass ran for 9 iterations.

The post-detailed-placement half-perimeter wirelength stands at 124000 um. The all-layer global routing usage stands at 13.9%. Looking at the clock tree report, the maximum root-to-sink buffer count equals 3.

The via count normalized by instance count stands at 4.04. The synthesis log from Yosys contains 3 warnings. Setup violations remaining at the end of the flow were counted as 0. Yosys mapped a number of flops with a built-in enable equal to 288. The first-pass GRT wire length stands at 196000 um. The post-synthesis cell count from yosys stands at 2438. Per the OpenROAD floorplan log, the width of the die is 454 um. The via total after detailed routing stands at 23600. The critical path in this run is classified as primary input to register. The final routed wirelength across all metal layers stands at 148000 um. The cell area that synthesis handed to floorplanning was 0.0234 sq mm. Setup repair after global routing left no endpoint under its margin.

The most common logic cells in the final layout are clkdlybuf4s50_1 (899), nand2_1 (294), edfxtp_1 (288). The length in cells of the worst reg-to-reg path stands at 13. Pins over their slew limit in the final report were tallied at 0. STA puts the critical path data required time at 25.94 ns. The worst path needs 7.52 ns of the cycle, external delays included.

TritonCTS built the clock tree. After layout, the setup clock skew is reported as 0.0561 ns. At the later pin of the worst-skew pair, clock insertion delay measures 0.63 ns.

The final antenna-violating net count stands at 0. The number of synthesized register bits stands at 360. Summing all multi-input logic gate instances after layout gives 0.0128 sq mm.

The detailed-route DRC error count stands at 0. For reference, the post-synthesis area per instance comes to 9.60 sq um. The post-synthesis async set-or-reset flop share stands at 0%. According to the CTS report, the clock sink count is 360. The area reported by Yosys stat stands at 0.0234 sq mm.

The effective utilization at floorplan stands at 12.5%. The maximum level of the CTS H-tree stands at 2.
==> per-layer routing <==
metal / GRT usage [%] / up-vias / wire, um
met5: 0 / - / 48
met2: 25.9 / 914 / 79700
met4: 3.49 / 8 / 4390
met3: 2.71 / 168 / 8490
li1: - / 11100 / -
met1: 16.3 / 11400 / 55800
==> sequential cells by signal, indices dropped and copies added (netlist names) <==
name and count:
ecb_encrypt.out 64, gamma 64, ecb_encrypt.n2 32, out 64
ecb_encrypt.busy 1, in_value 64, ecb_encrypt.n1 32, ecb_encrypt.round_num 6
ecb_encrypt.round_key 32, busy 1
==> final cells by class <==
type	instances	share of cell area (%)
antenna	18	0.121
timing repair buffer	986	25.9
sequential	360	27.1
clock inverter	24	0.738
clock buffer	56	3.12
multi-input combinational	1888	34.4
tap	2495	8.37
inverter	23	0.238
==> critical path, cell delays in order <==
cell and delay (ns):
clkdlybuf4s50_1 0.48, inv_1 0.09, ha_4 0.29, buf_4 0.34
and3b_4 0.68, buf_4 0.66
==> cell usage after synthesis (18+ instances only) <==
master	count	area (sq um)
ha_1	38	475
a21o_1	32	240
a31oi_1	29	181
a22oi_1	82	616
buf_2	20	100
a32oi_1	20	175
o211ai_1	28	210
nand2_1	294	1100
and3_1	27	169
nor3_1	45	225
nand4_1	74	463
clkbuf_1	138	518
nor2_1	116	435
nor2b_1	69	432
a222oi_1	32	320
inv_1	23	86.3
o22ai_1	19	119
xor2_1	98	858
edfxtp_1	288	8650
o21a_1	24	180
xnor2_1	95	832
nand3_1	97	485
o21ai_0	192	961
dfxtp_1	72	1440
mux2i_1	103	1030
a211oi_1	18	135
a21oi_1	99	495
==> kinds of logic (layout without fill, tap and decap cells) <==
family	count (synthesis)	after routing	share of synthesized area, %
and+or+nand+nor	801	801	16.7
AOI/OAI and AO/OA	724	724	21.5
DFF	360	360	43.1
xor gates and xnor gates	196	196	7.43
buffers and inverters	190	1089	3.17
muxes	128	128	5.99
adders and majority gates	39	39	2.12
other	0	18	0
==> worst paths after layout <==
kind / startpoint / end / slack (ns)
worst max register to register: ecb_encrypt.n1[1]$_DFF_P_ / ecb_encrypt.out[28]$_DFFE_PP_ / 20.03
worst min-delay path: ecb_encrypt.busy$_DFF_P_ / ecb_encrypt.busy$_DFF_P_ / 0.50
worst max-delay path: reset / ecb_encrypt.out[21]$_DFFE_PP_ / 18.18
worst min register to register: ecb_encrypt.busy$_DFF_P_ / ecb_encrypt.busy$_DFF_P_ / 0.50
==> per-stage QoR <==
step                      hold WS, ns  worst slack, ns  cells  cell area (sq um)
final                           0.501            18.18   5850              37300
after global routing            0.533            18.07   5842              37300
after CTS                       0.509            18.16   5832              37200
after detailed placement        0.492            17.50   5752              35800
after global placement          0.488            17.48   5752              35800
after floorplan                 0.427            16.44   2438              23400
